--- design/flow/config.mk ---
export PLATFORM = sky130hd
export DESIGN_NAME = spi_slave
export DESIGN_NICKNAME = spi_slave
export VERILOG_FILES = /design/flow/design.v
export SDC_FILE = /design/flow/constraint.sdc
export NUM_CORES = 4
export LEC_CHECK = 1
export CORE_AREA = 10 10 82 82
export DIE_AREA = 0 0 92 92
export SYNTH_HDL_FRONTEND = slang
--- design/flow/constraint.sdc ---
current_design spi_slave

set clk_period 2.3
set clk_io_pct 0.2

create_clock -name clk0 -period $clk_period [get_ports {clk}]
create_clock -name clk1 -period $clk_period [get_ports {sclk}]

set non_clock_inputs [all_inputs -no_clocks]
set_input_delay [expr $clk_period * $clk_io_pct] -clock clk0 $non_clock_inputs
set_output_delay [expr $clk_period * $clk_io_pct] -clock clk0 [all_outputs]
--- design/flow/design.v ---
package spi_driver_pkg;
class spi_driver;
endclass
endpackage
interface spi_interface;
    logic spi_clk;
    logic cs_;
    logic miso;
    logic mosi;
    modport master (
        output spi_clk, cs_, mosi,
        input miso
    );
    modport slave (
        input spi_clk, cs_, mosi,
        output miso
    );
endinterface
`timescale 1ns / 1ps
module spi_slave(
    input wire[7:0] in_data,
    input wire clk,
    input wire wr,
    input wire rd,
    input wire cs,  
    output reg[7:0] out_data,
    input mosi,
    output miso,
    inout sclk
    );
    reg sclk_buf = 0;  
    reg miso_buf = 0;  
    reg busy = 0;  
    reg[7:0] in_buf = 0;  
    reg[7:0] out_buf = 0;  
    reg[4:0] cnt = 0;  
    assign sclk = sclk_buf;
    assign miso = miso_buf;
    always @(posedge sclk_buf) begin
        out_buf[0] <= mosi;
        out_buf <= out_buf << 1;
    end 
    always @(cs or wr or rd or out_buf or busy) begin        
        out_data = 8'bx;
        if (!cs && rd) begin
            out_data = out_buf;
        end
    end
    always @(posedge clk) begin
        if (!busy) begin  
            if(!cs && wr) begin  
                  in_buf <= in_data;  
                  busy <= 1;  
                  cnt <= 0;
            end
            else if(!cs && rd) begin
                busy <= 1;
                cnt <= 0;
            end
        end
        else begin  
                if (cnt % 2 == 0) begin  
                    miso_buf <= in_buf[7];
                    in_buf <= in_buf << 1;
                end 
                else begin
                    miso_buf <= miso_buf;  
                end
                if (cnt > 0 && cnt < 17) begin
                    sclk_buf <= ~sclk_buf;  
                end
                if (cnt >= 17) begin 
                    cnt <= 0;
                    busy <= 0;
                end
                else begin
                    cnt <= cnt;  
                    busy <= busy;  
                end
                cnt <= cnt + 1;  
        end 
    end
endmodule
--- design/flow/run.sh ---
#!/bin/bash
# OpenROAD 26Q1-2900-gdf79404cd8, Yosys 0.63+post, stock flow scripts
make -C /OpenROAD-flow-scripts/flow DESIGN_CONFIG=/design/flow/config.mk WORK_HOME=/design/flow/orfs finish
==> run notes <==
## Clocking
• **number of CTS-inserted buffers** 3
• **Sink Count** 16
• **CTS Hold Buffers Added** 0
• **number of resized instances in the post-cts repair step** 0
• **H-tree depth reported by CTS** 1
• **root buffer cell** sky130_fd_sc_hd__clkbuf_8
• **Longest Clk Path Bufs** 2
• **Post-CTS Repair Setup Buffers** 0

## Floorplanning
• **pre-placement core utilization** 0.164
• **overall die width** 92 um
• **top-level I/O count** 23
• **die extent in y** 92 um
• **Rows** 26

## Synth
• **number of synthesized flops with an enable pin** 15
• **Yosys cell types** 23
• **commonest cells in the netlist** 15 x sky130_fd_sc_hd__edfxtp_1, 8 x sky130_fd_sc_hd__buf_4, 7 x sky130_fd_sc_hd__mux2_2
• **async set-reset flop share out of synthesis** 0
• **cell count after synthesis** 64
• **cell type with the largest total area after synthesis** sky130_fd_sc_hd__edfxtp_1
• **top cells by area, synth** sky130_fd_sc_hd__edfxtp_1 54%, sky130_fd_sc_hd__mux2_2 9.4%, sky130_fd_sc_hd__buf_4 7.2%
• **ys flops** 16
• **Dominant flop cell** sky130_fd_sc_hd__edfxtp_1
• **yosys warns** 0
• **Seq share, synth** 0.564
• **post-synthesis area per instance** 13.0 um2
• **area figure in the yosys stat output** 835 um2
• **number of standard cells reported by yosys** 64
• **summed instance area of the synthesized netlist** 835 um2
• **Max-area cell share** 0.540
• **most common cell in the netlist** sky130_fd_sc_hd__edfxtp_1

## Run status
• **status** stopped before the end
• **error text reported by the tool** [error] [KeplerFormal.cpp:679] Workflow failed: Iso has multiple drivers: .sclk0, sclk$_DFFE_PP_.Q0
• **stopping stage** clock tree synthesis (4_1_cts)

## Placement
• **port bufs** 12
• **post-detail-place hpwl** 1080 um
• **routability cong.** 0.704

-- metrics by stage --
| stage | power, mW | cell area [um2] | setup WS (ns) | cells |
|---|---|---|---|---|
| after detailed placement | 1.02 | 1010 | 0.496 | 144 |
| after global placement | 1.01 | 1010 | 0.504 | 144 |
| after floorplan | 0.915 | 861 | 0.971 | 71 |
-- cell families after synthesis --
kind of cell / share of synthesized area
buf+inv: 0.0975
compound gates: 0.0270
other cells: 0.00449
flops: 0.564
xor+xnor: 0.0105
mux: 0.118
fa+ha+maj: 0.0450
simple gates: 0.133
Power is estimated from default activity; no workload was simulated.
