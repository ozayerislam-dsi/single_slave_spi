## design.v

```verilog
package spi_driver_pkg;
class spi_driver;
endclass
endpackage
interface spi_interface;
    logic spi_clk;
    logic cs_;
    logic miso;
    logic mosi;
    modport master (
        output spi_clk, cs_, mosi,
        input miso
    );
    modport slave (
        input spi_clk, cs_, mosi,
        output miso
    );
endinterface
`timescale 1ns / 1ps
module spi_master(
    input wire[7:0] in_data,
    input wire clk,
    input wire wr,
    input wire rd,
    input wire cs,  
    output reg[7:0] out_data,
    output mosi,
    input miso,
    output sclk
    );
    reg sclk_buf = 0;  
    reg demo = 1;  
    reg mosi_buf = 0;  
    reg busy = 0;  
    reg[7:0] in_buf = 0;  
    reg[7:0] out_buf = 0;  
    reg[4:0] cnt = 0;  
    assign sclk = sclk_buf;  
    assign mosi = mosi_buf;  
    always @(posedge clk) begin
        if (!busy) begin  
            if(!cs && wr) begin  
                  in_buf <= in_data;  
                  busy <= 1;  
                  cnt <= 0;
            end
            else if(!cs && rd) begin
                busy <= 1;
                cnt <= 0;
            end
        end
        else begin  
                if (cnt % 2 != 0) begin  
                    mosi_buf <= in_buf[7];
                    in_buf <= in_buf << 1;
                end 
                else begin
                    mosi_buf <= mosi_buf;  
                end
                if (cnt > 0 && cnt < 17) begin
                    sclk_buf <= ~sclk_buf;  
                end
                if (cnt >= 17) begin 
                    cnt <= 0;
                    busy <= 0;
                end
                else begin
                    cnt <= cnt;  
                    busy <= busy;  
                end
                cnt <= cnt + 1;  
        end 
    end
    always @(negedge sclk_buf) begin
        out_buf[0] <= miso;
        out_buf <= out_buf << 1;
    end 
    always @(cs or wr or rd or out_buf or busy) begin
        out_data = 8'bx;
        if (!cs && rd) begin
            out_data = out_buf;
        end
    end
endmodule
```

## constraint.sdc

```tcl
current_design spi_master

set clk_period 2.4
set clk_io_pct 0.2

create_clock -name clk0 -period $clk_period [get_ports {clk}]

set non_clock_inputs [all_inputs -no_clocks]
set_input_delay [expr $clk_period * $clk_io_pct] -clock clk0 $non_clock_inputs
set_output_delay [expr $clk_period * $clk_io_pct] -clock clk0 [all_outputs]
```

## run.sh

```bash
#!/bin/bash
# OpenROAD 26Q1-2900-gdf79404cd8, Yosys 0.63+post, stock flow scripts
make -C /OpenROAD-flow-scripts/flow DESIGN_CONFIG=/design/flow/config.mk WORK_HOME=/design/flow/orfs finish
```

## config.mk

```make
export PLATFORM = sky130hd
export DESIGN_NAME = spi_master
export DESIGN_NICKNAME = spi_master
export VERILOG_FILES = /design/flow/design.v
export SDC_FILE = /design/flow/constraint.sdc
export NUM_CORES = 4
export LEC_CHECK = 1
export CORE_AREA = 10 10 82 82
export DIE_AREA = 0 0 92 92
export SYNTH_HDL_FRONTEND = slang
```

==> CHANGELOG.md <==
## Flow update

* Met1 Use GR at 4.57%
* Buffers added on ports at 13
* Grt peak-use layer: met1
* Util after Layout at 21.3%
* Setup TNS at 0 ps
* Post-CTS Resized at 0
* Die x size at between 90 and 100 µm
* GRT Overall Usage at 3.28%
* CORE AREA at around 5000 µm²
* Chip footprint at 8460 µm²
* Hold Path Class: register to register
* Fp_density at 16.6%
* Htree depth at 1
* Crit path to: in_buf[5]
* Max-area cell share at 53.3%
* Post-CTS Setup Bufs at 0
* Synth Flop Type: edfxtp_1
* Layout cells sized above 1 at 17.9%
* Total grt overflow at 0
* Global placer's final weighted congestion at 0.702
* Fillers at ~560
* Synth cell types at 22
* Worst Setup SP: wr
* YS warnings at 0
* Worst-Skew Late Latency at 250 ps
* Maxcap violations at 0
* Met3 Use GR at roughly 2.5%
* Met2 usage at under 10%
* Crit path DRT at 2310 ps
* CTS buffer count at 3
* Post-route insts no fill at 148
* Commonest cells in the netlist: edfxtp_1, buf_4, mux2_2
* Top cells by area: edfxtp_1, mux2_2, buf_4
* Fin. Hold Viols at 0
* Placed instance count at 144
* Cts hold-fix bufs at 0
* Startpoint Class: input port
* R2r worst-path depth at 2
* Antenna viol nets, final at 0
* Detailed Place HPWL at ~1.0 mm
* Vias at 476
* Total inserted antenna cells at 0
* Slew Viols, Final at 0
* I/O pin count at 23
* Global-route wire length before repair at 2.30 mm
* RR Endpoint: sclk
* YS chip area at 845 µm²
* Synthesized area at 845 µm²
* Largest net degree at the start of global routing at 14
* Top cell type by total area after synthesis: edfxtp_1
* Initial antenna violation count at 0
* Die y size at 92 µm
* Part of the cycle the worst path needs at 64.5%
* Final Skew at roughly 6.3 ps
* Asr flop ratio synth at 0%
* Detailed-route vias per instance at 3.22
* Root buf cell: clkbuf_8
* Post-Syn Area per Cell at 13.4 µm²
* Mapped Cells at about 63
* Synth-to-Final Area Change at 27.7%
* VDD IR max at 308 µV
* Status: finished, final reports clean
* RSZ-0062 raised after global routing: false
* PD cells at 1110 nW/µm²
* Final min period at 1550 ps
* Worst endpoint data arrival time at around 1500 ps
* Crit Reg-Reg Startpoint: cnt[2]
* Post-synth seq share at 55.7%
* Rows at 26
* DRC Markers at 0
* # setup viols final at 0
* Yosys Instances at 63
* Static Leak at 0.403 nW
* Achievable Freq at 646 MHz
* Top-count cell post-synth: edfxtp_1
* Final wirelength at 1.39 mm
* Drt pass-1 iters at 4
* Clock transition at path regs at ~70 ps
* CTS tree: yes
* Vias in the first global route at 510
* CP Capture Type: register
* Log Warnings at 28
* Longest Clk Path Bufs at 2
* Synth Register Bits at 16
* Flip-flops with a built-in enable at 15
* Number of DRC markers in iteration 0 at 24
* Kind of critical path: input port to register
* Max FO, Critical Path at 8
* R2R setup slack at between 900 and 1000 ps
* CTS Sinks at 16
* Mean routed wirelength per cell at between 9 and 10 µm
==> sequential cells by signal, summed over array words and instances, names as in the netlist <==
register / count
cnt: 5
mosi: 1
in_buf: 8
busy: 1
sclk: 1
==> critical path: stages <==
cell	delay, ps
clkdlybuf4s50_1	470
nor3b_1	170
or2_1	340
==> routing by layer <==
layer  up-vias  routed length, µm
met5         -                  0
met4         0                  0
met3         0                168
met2        22                520
met1       220                705
li1        234                  -
==> cell type report <==
type | count | area (µm²) | share of cell area (%)
multi-input combinational | 41 | 317 | 29.4
clock buffer | 4 | 55.1 | 5.10
inverter | 3 | 11.3 | 1.04
tap | 70 | 87.6 | 8.12
sequential | 16 | 470 | 43.6
timing repair buffer | 14 | 138 | 12.8
==> where the power goes <==
group / internal (W) / switching [W]
logic: 0.000217 / 0.000157
clock network: 0.000145 / 0.0000910
registers: 0.000493 / 0.0000946
total: 0.000855 / 0.000343
==> per-stage QoR <==
| step | setup WS [ps] | cell area, µm² | hold slack (ps) | power (W) |
|---|---|---|---|---|
| 5_1_grt | 710 | 1080 | 443 | 0.00128 |
| 3_3_place_gp | 572 | 1020 | 409 | 0.000950 |
| 6_report | 853 | 1080 | 422 | 0.00120 |
| 4_1_cts | 829 | 1080 | 425 | 0.00121 |
| 3_5_place_dp | 574 | 1020 | 409 | 0.000967 |
| 2_1_floorplan | 1030 | 871 | 400 | 0.000863 |
==> cell usage in the layout (no fill, tap or decap) <==
| cell | instances |
|---|---|
| conb_1 | 8 |
| o21bai_1 | 1 |
| nand2b_1 | 3 |
| or2_1 | 1 |
| nor2b_1 | 2 |
| mux2_2 | 7 |
| dfxtp_1 | 1 |
| nand2_1 | 2 |
| o221ai_1 | 1 |
| mux2i_1 | 2 |
| buf_4 | 1 |
| nand3_1 | 2 |
| edfxtp_1 | 15 |
| or3_4 | 1 |
| xor2_1 | 1 |
| or3b_1 | 1 |
| o32ai_2 | 1 |
| and2_1 | 3 |
| inv_1 | 3 |
| nor3b_1 | 2 |
| clkbuf_8 | 4 |
| ha_1 | 3 |
| clkdlybuf4s50_1 | 13 |
==> cells by family (layout without fill, tap and decap cells) <==
logic type	count (synthesis)	count (layout)	share of synthesized area, %
AND/OR/NAND/NOR	17	17	12.9
other	1	8	0.444
buffers and inverters	13	21	9.92
XOR/XNOR	1	1	1.04
adder cells (fa/ha/maj)	3	3	4.44
flip-flops	16	16	55.7
multiplexers	9	9	11.7
AND-OR/OR-AND	3	3	3.85
==> worst min-delay path by stage <==
stage,from,end,slack (ps),cells after the start
6_report,in_buf[7],mosi,420,0
5_1_grt,in_buf[7],mosi,440,0
4_1_cts,in_buf[7],mosi,420,0
Power figures rest on the tool's default switching activity, not on a simulated workload.
